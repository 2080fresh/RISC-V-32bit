[flow/design.v]
module EX(
    input clk,
    input reset_n,
    input [31:0] rd_ex,
    input [8:0] ctrl_ex,
    input [31:0] r_data1,
    input [31:0] r_data2,
    input [31:0] extended,
    input [31:0] pc4_ex,
    output [4:0] ctrl_mem,
    output [31:0] rd_mem,
    output [31:0] alu_result,
    output [31:0] write_data1,
    output [31:0] pc4_mem
);
reg [4:0] ctrl_mem_reg;
reg [31:0] rd_mem_reg;
reg [31:0] pc4_mem_reg;
reg signed [31:0] alu_result_reg;
reg signed [31:0] write_data1_reg;
reg signed [31:0] result;
reg signed [31:0] mux_out;
always @(posedge clk or negedge reset_n)
begin : PIPELINE_REGISTER
    if (reset_n == 1'd0) begin
        ctrl_mem_reg <= 5'd0;
        rd_mem_reg <= 5'd0;
        alu_result_reg <= 32'sd0;
        write_data1_reg <= 32'sd0;
        pc4_mem_reg <= 32'd0;
    end else begin
        ctrl_mem_reg <= ctrl_ex[8:4];
        rd_mem_reg <= rd_ex;
        alu_result_reg <= result;
        write_data1_reg <= r_data2;
        pc4_mem_reg <= pc4_ex;
    end
end
always @ (ctrl_ex[0] or extended or r_data2)
begin : MUX
    if (ctrl_ex[0] == 1'b1)
        mux_out = extended;
    else
        mux_out = r_data2;
end
always @ (ctrl_ex[3:1] or r_data1 or mux_out)
begin : ALU
    case (ctrl_ex[3:1])
        3'b000 :                             
            result = r_data1 + mux_out;
        3'b001 :                             
            result = r_data1 - mux_out;
        3'b010 :                             
            result = r_data1 & mux_out;
        3'b011 :                             
            result = r_data1 | mux_out;
        3'b100 :                             
            result = r_data1 << $unsigned(mux_out);
        default :                            
            result = ($signed(r_data1) < $signed(mux_out))? 32'sd1 : 32'sd0;
    endcase
end
assign ctrl_mem = ctrl_mem_reg;
assign rd_mem = rd_mem_reg;
assign alu_result = alu_result_reg;
assign write_data1 = write_data1_reg;
assign pc4_mem = pc4_mem_reg;
endmodule
module ID(
    input clk,
    input reset_n,
    input op_write,                     
    input [31:0] pipe_pc,
    input [31:0] pipe_pc4,
    input [31:0] pipe_data,             
    input [31:0] write_data,
    input [31:0] write_addr,
    input [31:0] load_pc_reg_value1,
    input [31:0] load_pc_reg_value2,    
    output [31:0] load_pc_reg_addr1,    
    output [31:0] load_pc_reg_addr2,    
    output [31:0] write_pc_reg_value,   
    output [31:0] write_pc_reg_addr,    
    output control_j,
    output [31:0] pc_j,
    output [31:0] r_data1,
    output [31:0] r_data2,
    output [31:0] extended,
    output [31:0] rd_ex,
    output [8:0] ctrl_ex,
    output [31:0] pc4_ex,
    output op_write_top
);
reg signed [31:0] extended_reg;
reg [31:0] rs1_reg;
reg [31:0] rs2_reg;
reg [31:0] r_data1_reg;
reg [31:0] r_data2_reg;
reg [31:0] rd_reg;
reg [2:0] funct3_reg;
reg [6:0] funct7_reg;
reg signed [19:0] immediate_reg;
reg [31:0] pc_j_reg;
reg [31:0] pc4_ex_reg;
reg [8:0] ctrl_ex_reg;
reg [31:0] rd_ex_reg;
reg [11:0] control_bit;
localparam [6:0] R_TYPE_OP  = 7'b0110011,  
                 ADDI_OP    = 7'b0010011,  
                 LD_OP      = 7'b0000011,  
                 JALR_OP    = 7'b1100111,  
                 S_TYPE_OP  = 7'b0100011,  
                 SB_TYPE_OP = 7'b1100011,  
                 UJ_TYPE_OP = 7'b1101111;  
always @(pipe_data)
begin : SEPERTATE_INST
    case (pipe_data[6:0])
        R_TYPE_OP : begin
            funct7_reg = pipe_data[31:25];
            rs2_reg = pipe_data[24:20];
            rs1_reg = pipe_data[19:15];
            funct3_reg = pipe_data[14:12];
            rd_reg = pipe_data[11:7];
            immediate_reg = 20'sd0;
        end
        ADDI_OP : begin
            immediate_reg = $signed(pipe_data[31:20]);
            rs1_reg = pipe_data[19:15];
            funct3_reg = pipe_data[14:12];
            rd_reg = pipe_data[11:7];
            funct7_reg = 7'd0;
            rs2_reg = 5'd0;
        end
        LD_OP : begin
            immediate_reg = $signed(pipe_data[31:20]);
            rs1_reg = pipe_data[19:15];
            funct3_reg = pipe_data[14:12];
            rd_reg = pipe_data[11:7];
            funct7_reg = 7'd0;
            rs2_reg = 5'd0;
        end
        JALR_OP : begin
            immediate_reg = $signed(pipe_data[31:20]);
            rs1_reg = pipe_data[19:15];
            funct3_reg = pipe_data[14:12];
            rd_reg = pipe_data[11:7];
            funct7_reg = 7'd0;
            rs2_reg = 5'd0;
        end
        S_TYPE_OP : begin
            immediate_reg = $signed({pipe_data[31:25], pipe_data[11:7]});
            rs2_reg = pipe_data[24:20];
            rs1_reg = pipe_data[19:15];
            funct3_reg = pipe_data[14:12];
            funct7_reg = 7'd0;
            rd_reg = 5'd0;
        end
        SB_TYPE_OP : begin
            immediate_reg = $signed({pipe_data[31], pipe_data[7],
                                     pipe_data[30:25], pipe_data[11:8]});
            rs2_reg = pipe_data[24:20];
            rs1_reg = pipe_data[19:15];
            funct3_reg = pipe_data[14:12];
            funct7_reg = 7'd0;
            rd_reg = 5'd0;
        end
        UJ_TYPE_OP : begin
            immediate_reg = $signed({pipe_data[31], pipe_data[19:12], pipe_data[20],
                                     pipe_data[30:21]});
            rd_reg = pipe_data[11:7];
            funct7_reg = 7'd0;
            rs2_reg = 5'd0;
            rs1_reg = 5'd0;
            funct3_reg = 3'd0;
        end
        default : begin
            immediate_reg = 20'sd0;
            funct7_reg = 7'd0;
            rs2_reg = 5'd0;
            rs1_reg = 5'd0;
            funct3_reg = 3'd0;
            rd_reg = 5'd0;
        end
    endcase
end
always @(pipe_data or funct3_reg or funct7_reg)
begin : CONTROL_GENERTATOR
    case (pipe_data[6:0])
        ADDI_OP :
            control_bit = 12'b000_100_00_0001;
        LD_OP :
            control_bit = 12'b000_101_10_0001;
        JALR_OP :
            control_bit = 12'b001_110_00_0000;
        S_TYPE_OP :                         
            control_bit = 12'b000_000_01_0001;
        SB_TYPE_OP :                        
            control_bit = 12'b100_000_00_0000;
        UJ_TYPE_OP :                        
            control_bit = 12'b010_110_00_0000;
        default : begin                     
            if (funct3_reg == 3'b000 && funct7_reg[5] == 1'b0)       
                control_bit = 12'b000_100_00_0000;
            else if (funct3_reg == 3'b000 && funct7_reg[5] == 1'b1)  
                control_bit = 12'b000_100_00_0010;
            else if (funct3_reg == 3'b001)  
                control_bit = 12'b000_100_00_1000;
            else if (funct3_reg == 3'b010)  
                control_bit = 12'b000_100_00_1010;
            else if (funct3_reg == 3'b111)  
                control_bit = 12'b000_100_00_0100;
            else                            
                control_bit = 12'b000_100_00_0110;
        end
    endcase
end
always @(control_bit or load_pc_reg_value1 or pipe_pc or extended_reg or immediate_reg)
begin : PC_J_MUX
    if (control_bit[9] == 0) begin
        pc_j_reg = pipe_pc + {immediate_reg << 1};
    end else begin
        pc_j_reg = load_pc_reg_value1 + immediate_reg;
    end
end
always @(negedge reset_n or posedge clk)
begin : PIPELINE_REGISTER
    if (reset_n == 1'b0) begin
        extended_reg <= 32'd0;
        r_data1_reg <= 32'd0;
        r_data2_reg <= 32'd0;
        pc4_ex_reg <= 32'd0;
        ctrl_ex_reg <= 9'd0;
        rd_ex_reg <= 32'd0;
    end else begin
        ctrl_ex_reg <= control_bit[8:0];
        pc4_ex_reg <= pipe_pc4;
        r_data2_reg <= load_pc_reg_value2;
        extended_reg <= immediate_reg;
        r_data1_reg <= load_pc_reg_value1;
        if (control_bit[8:6] == 3'b000)
            rd_ex_reg <= 32'd4;
        else
            rd_ex_reg <= rd_reg;
    end
end
assign control_j = (((load_pc_reg_value1 == load_pc_reg_value2) &&
                    control_bit[11]) || control_bit[10] || control_bit[9]);
assign pc_j = pc_j_reg;
assign ctrl_ex = ctrl_ex_reg;
assign pc4_ex = pc4_ex_reg;
assign r_data1 = r_data1_reg;
assign r_data2 = r_data2_reg;
assign load_pc_reg_addr1 = rs1_reg;
assign load_pc_reg_addr2 = rs2_reg;
assign write_pc_reg_value = write_data;
assign write_pc_reg_addr = write_addr;
assign extended = extended_reg;
assign rd_ex = rd_ex_reg;
assign op_write_top = op_write;
endmodule
module IF(
    input clk,
    input reset_n,
    input control_j,
    input [31:0] pc_j,
    input [31:0] ins_data,
    output [31:0] pipe_pc4,
    output [31:0] pipe_pc,
    output [31:0] ins_addr,
    output [31:0] pipe_data
);
reg [31:0] pc_out_reg;
reg [31:0] pc_in_reg;
reg [31:0] pipe_pc4_reg;
reg [31:0] pipe_pc_reg;
reg [31:0] pipe_data_reg;
reg [31:0] ins_data_reg;
assign ins_addr = pc_out_reg;
assign pipe_pc = pipe_pc_reg;
assign pipe_data = pipe_data_reg;
assign pipe_pc4 = pipe_pc4_reg;
always @(control_j or pc_out_reg or pc_j or ins_data)
begin : MUX
    if (control_j == 1'b0) begin
        pc_in_reg = pc_out_reg + 32'd4;
        ins_data_reg = ins_data;
    end else begin
        pc_in_reg = pc_j;
        ins_data_reg = 32'd0;
    end
end
always @(posedge clk or negedge reset_n)
begin : PC_REGISTER
    if (reset_n == 1'b0) begin
        pc_out_reg <= 32'd128;
        pipe_pc_reg <= 32'd0;
        pipe_pc4_reg <= 32'd0;
        pipe_data_reg <= 32'd0;
    end else begin
        pc_out_reg <= pc_in_reg;
        pipe_pc4_reg <= pc_out_reg + 32'd4;
        pipe_pc_reg <= pc_out_reg;
        pipe_data_reg <= ins_data_reg;
    end
end
endmodule
module MEM(
    input clk,
    input reset_n,
    input [4:0] ctrl_mem,
    input [31:0] rd_mem,
    input [31:0] pc4_mem,
    input [31:0] alu_result,
    input [31:0] write_data1,
    input [31:0] read_data,        
    output [2:0] ctrl_wb,
    output [31:0] rd_wb,
    output [31:0] pc4_wb,
    output [31:0] mem_data,
    output [31:0] alu_data,
    output [1:0] mem_ctrl_input,   
    output [31:0] address,         
    output [31:0] w_data           
);
reg [2:0] ctrl_wb_reg;
reg [31:0] rd_wb_reg;
reg [31:0] pc4_wb_reg;
reg signed [31:0] mem_data_reg;
reg signed [31:0] alu_data_reg;
always @(posedge clk or negedge reset_n)
begin : PIPELINE_REGISTER
    if (reset_n == 1'b0) begin
        ctrl_wb_reg <= 3'd0;
        rd_wb_reg <= 32'd0;
        pc4_wb_reg <= 32'd0;
        mem_data_reg <= 32'sd0;
        alu_data_reg <= 32'sd0;
    end else begin
        ctrl_wb_reg <= ctrl_mem[4:2];
        rd_wb_reg <= rd_mem;
        pc4_wb_reg <= pc4_mem;
        mem_data_reg <= read_data;
        alu_data_reg <= alu_result;
    end
end
assign address = alu_result;            
assign w_data = write_data1;            
assign mem_ctrl_input = ctrl_mem[1:0];  
assign ctrl_wb = ctrl_wb_reg;
assign rd_wb = rd_wb_reg;
assign pc4_wb = pc4_wb_reg;
assign mem_data = mem_data_reg;
assign alu_data = alu_data_reg;
endmodule
module Top(
    input clk,
    input reset_n,
    input [31:0] ins_data,
    input [31:0] load_pc_reg_value1,
    input [31:0] load_pc_reg_value2,
    input [31:0] read_data,
    output op_write_top,
    output [1:0] mem_ctrl_input,
    output [31:0] ins_addr,
    output [31:0] load_pc_reg_addr1,
    output [31:0] load_pc_reg_addr2,
    output [31:0] write_pc_reg_value,
    output [31:0] write_pc_reg_addr,
    output [31:0] address,
    output [31:0] w_data
);
wire control_j;                          
wire op_write;                           
wire [2:0] ctrl_wb;                      
wire [4:0] ctrl_mem;                     
wire [8:0] ctrl_ex;                      
wire [31:0] pc_j;                        
wire [31:0] pipe_pc4;                    
wire [31:0] pipe_pc;                     
wire [31:0] pipe_data;                   
wire [31:0] write_data;                  
wire [31:0] write_addr;                  
wire [31:0] r_data1;                     
wire [31:0] r_data2;                     
wire [31:0] extended;                    
wire [31:0] rd_ex;                       
wire [31:0] pc4_ex;                      
wire [31:0] rd_mem;                      
wire [31:0] alu_result;                  
wire [31:0] write_data1;                 
wire [31:0] pc4_mem;                     
wire [31:0] rd_wb;                       
wire [31:0] pc4_wb;                      
wire [31:0] mem_data;                    
wire [31:0] alu_data;                    
IF IF_module(.clk(clk), .reset_n(reset_n), .control_j(control_j),
             .pc_j(pc_j), .ins_data(ins_data),
             .pipe_pc4(pipe_pc4), .pipe_pc(pipe_pc),
             .ins_addr(ins_addr), .pipe_data(pipe_data));
ID ID_module(.clk(clk), .reset_n(reset_n), .op_write(op_write),
             .pipe_pc(pipe_pc), .pipe_pc4(pipe_pc4), .pipe_data(pipe_data),
             .write_data(write_data), .write_addr(write_addr),
             .load_pc_reg_value1(load_pc_reg_value1),
             .load_pc_reg_value2(load_pc_reg_value2),
             .load_pc_reg_addr1(load_pc_reg_addr1),
             .load_pc_reg_addr2(load_pc_reg_addr2),
             .write_pc_reg_value(write_pc_reg_value),
             .write_pc_reg_addr(write_pc_reg_addr),
             .control_j(control_j), .pc_j(pc_j), .r_data1(r_data1),
             .r_data2(r_data2), .extended(extended),
             .rd_ex(rd_ex), .ctrl_ex(ctrl_ex), .pc4_ex(pc4_ex),
             .op_write_top(op_write_top));
EX EX_module(.clk(clk), .reset_n(reset_n), .rd_ex(rd_ex),
             .ctrl_ex(ctrl_ex), .r_data1(r_data1), .r_data2(r_data2),
             .extended(extended), .pc4_ex(pc4_ex),
             .ctrl_mem(ctrl_mem), .rd_mem(rd_mem), .alu_result(alu_result),
             .write_data1(write_data1), .pc4_mem(pc4_mem));
MEM MEM_module(.clk(clk), .reset_n(reset_n), .ctrl_mem(ctrl_mem), 
               .rd_mem(rd_mem), .pc4_mem(pc4_mem), .alu_result(alu_result),
               .write_data1(write_data1), .read_data(read_data),
               .ctrl_wb(ctrl_wb), .rd_wb(rd_wb), .pc4_wb(pc4_wb),
               .mem_data(mem_data), .alu_data(alu_data),
               .mem_ctrl_input(mem_ctrl_input),
               .address(address), .w_data(w_data));
WB WB_module(.ctrl_wb(ctrl_wb), .pc4_wb(pc4_wb), .mem_data(mem_data),
             .alu_data(alu_data), .rd_wb(rd_wb), .op_write(op_write),
             .write_data(write_data), .write_addr(write_addr));
endmodule
module WB(
    input [2:0] ctrl_wb,
    input [31:0] pc4_wb,
    input [31:0] mem_data,
    input [31:0] alu_data,
    input [31:0] rd_wb,
    output op_write,
    output [31:0] write_data,
    output [31:0] write_addr
);
reg signed [31:0] mux_out_reg;
assign op_write = ctrl_wb[2];
assign write_addr = rd_wb;
assign write_data = mux_out_reg;
always @(ctrl_wb or pc4_wb or mem_data or alu_data)
begin : MUX
    case(ctrl_wb[1:0])
        2'b00 : 
            mux_out_reg = alu_data;
        2'b01 : 
            mux_out_reg = mem_data;
        default : 
            mux_out_reg = pc4_wb;
    endcase
end
endmodule
[flow/run.sh]
#!/bin/bash
# OpenROAD 26Q1-2900-gdf79404cd8, Yosys 0.63+post, stock flow scripts
make -C /OpenROAD-flow-scripts/flow DESIGN_CONFIG=/design/flow/config.mk WORK_HOME=/design/flow/orfs finish
[flow/config.mk]
export PLATFORM = sky130hd
export DESIGN_NAME = Top
export DESIGN_NICKNAME = Top
export VERILOG_FILES = /design/flow/design.v
export SDC_FILE = /design/flow/constraint.sdc
export NUM_CORES = 4
export LEC_CHECK = 1
export CORE_UTILIZATION = 40
[flow/constraint.sdc]
current_design Top

set clk_period 10.9
set clk_io_pct 0.2

create_clock -name clk0 -period $clk_period [get_ports {clk}]

set non_clock_inputs [all_inputs -no_clocks]
set_input_delay [expr $clk_period * $clk_io_pct] -clock clk0 $non_clock_inputs
set_output_delay [expr $clk_period * $clk_io_pct] -clock clk0 [all_outputs]
==> impl_metrics.py <==
# Metrics from the implementation run
metrics = {
    "run_status": {
        "outcome": "finished clean",
    },
    "sta": {
        "hold_viol": 0,
        "worst_pin_slew_ns": 0.917,
        "final-max-slew-violation-count": 0,
        "setup_tns_ns": 0,
        "worst_hold_slack_ns": 0.343,
        "period_needed_ns": 5.57,
        "relSlewSlack": 0.382,
        "setup_slack_ns": 5.33,
        "setup_violations": 0,
        "fmax_ghz": 0.180,
        "rsz0062_at_grt": "no",
        "fin_skew_ns": 0.0304,
        "final.period_utilization": 0.511,
    },
    "global_route": {
        "grt_pass1_vias": 18200,
        "grt_overflow": 0,
        "grt_util_all_layers": 0.285,
        "antenna_found_initial": 9,
        "grt_pass1_wl_um": 121000,
        "grt_start_max_net_pins": 131,
    },
    "synthesis": {
        "ff_type": "dfrtp_1",
        "yosysCellCount": 2295,
        "yosysUniqueCellTypes": 86,
        "edf_count": 0,
        "syn_area_sq_um": 23900,
        "yosysWarningCount": 5,
        "yosysSeqAreaShare": 0.485,
        "synth-seq-cells": 464,
        "ys_async_sr_fraction": 1.00,
        "syn_inst": 2295,
        "synth_area_per_cell_sq_um": 10.4,
        "yosysChipArea_sq_um": 23900,
    },
    "clock_tree": {
        "clock_latency_ns": 0.60,
        "cts_buffer_depth": 3,
        "cts_sinks": 464,
        "cts_resized": 0,
        "cts.htree.levels": 2,
        "postCtsHoldBufs": 0,
        "cts_setup_buffers": 0,
        "cts_made_buffers": 48,
        "cts_tree": "built",
        "path_clk_slew_ns": 0.06,
        "root_buffer": "clkbuf_16",
    },
    "floorplan": {
        "die_h_um": 247,
        "initCoreUtil": 0.405,
        "core-area_sq_um": 59100,
        "die_x_um": 247,
        "rows": 89,
        "io_pins": 357,
        "die_area_sq_um": 60800,
    },
    "setup_path": {
        "critPathCaptureType": "flip-flop",
        "crit_arrival_ns": 6.05,
        "crit_type": "flip-flop to flip-flop",
        "crit_path_start_kind": "flip-flop",
        "critical_path.max_fanout": 14,
        "crit_required_ns": 11.38,
    },
    "drt": {
        "wl_per_cell_um": 24.6,
        "drc_errors": 0,
        "num_vias": 18400,
        "drt_wl_total_um": 82800,
        "postRouteAntennaNets": 0,
        "drt_iter0_drc": 1436,
        "vias_per_cell": 5.48,
        "first_pass_iters": 23,
    },
    "finish": {
        "most-common-layout-cells": "461 x dfrtp_1, 274 x clkdlybuf4s50_1, 171 x nand2_1",
        "syn_to_final_growth_pct": 20.5,
        "layout_top_cell": "dfrtp_1",
        "post_route_cells_drive_above_1_share": 0.0622,
        "postLayoutCoreUtil": 0.488,
    },
    "place": {
        "io_buffers": 275,
        "dp_hpwl_um": 64900,
        "pre_cts_ws_ns": 5.40,
        "gp_congestion": 0.963,
    },
    "pwr": {
        "p_leak_nw": 13.0,
        "power_density_nw_per_um2": 168,
        "vdd.ir_drop.worst_mv": 0.115,
    },
    "hold_path": {
        "hold_path_class": "flip-flop to flip-flop",
    },
    "run": {
        "openroad.warnings": 92,
        "cap_violations": 0,
    },
}
[worst max-delay path, cell delays in order, from the launching register on]
cell,delay [ns]
dfrtp_1,0.39
nand2b_1,0.23
nor3_1,0.18
and2_0,0.47
a22o_1,0.30
a221oi_1,0.67
inv_1,0.41
ha_1,0.39
a21o_1,0.12
nand4_1,0.14
a21o_1,0.25
a31o_2,0.25
or4_1,0.47
a21oi_1,0.52
nand4_1,0.18
xor2_1,0.17
a221oi_1,0.29
[power by group]
group          internal (mW)  leakage (nW)  total (mW)  switching, mW
Sequential              2.01          5.66        2.22          0.207
Clock                  0.995         0.795        1.68          0.685
Combinational          0.466          6.51       0.953          0.487
[worst paths after layout]
| path | from | to | slack [ns] | cells after the start |
|---|---|---|---|---|
| setup / recovery | IF_module.pipe_data_reg[4] | IF_module.pc_out_reg[31] | 5.33 | 16 |
| hold / removal | EX_module.pc4_mem_reg[27] | MEM_module.pc4_wb_reg[27] | 0.34 | 0 |
| setup reg to reg | IF_module.pipe_data_reg[4] | IF_module.pc_out_reg[31] | 5.33 | 16 |
| hold reg to reg | EX_module.pc4_mem_reg[27] | MEM_module.pc4_wb_reg[27] | 0.34 | 0 |
| max in group asynchronous | reset_n | EX_module.write_data1_reg[16] | 6.97 | 4 |
| min in group asynchronous | reset_n | EX_module.pc4_mem_reg[11] | 1.57 | 1 |
[metrics by stage]
step	cells	power, mW	instance area, sq um
global route	3361	5.09	28800
finish	3365	4.85	28900
CTS	3361	4.90	28800
global placement	3274	3.21	27200
floorplan	2375	2.63	24200
detailed placement	3274	3.20	27200
[cell usage after synthesis, types with 29 or more instances]
library cell / instances / area [sq um]
dfrtp_1: 463 / 11600
nand2_1: 171 / 642
nor2_1: 146 / 548
a21oi_1: 142 / 711
ha_1: 136 / 1700
o21ai_0: 112 / 561
inv_1: 106 / 398
mux2i_1: 106 / 1060
buf_4: 83 / 623
xor2_1: 77 / 674
clkbuf_1: 74 / 278
xnor2_1: 59 / 517
nand3_1: 48 / 240
and2_1: 45 / 282
a21o_1: 43 / 323
a211oi_1: 41 / 308
nor3_1: 35 / 175
nor2b_1: 29 / 181
[per-layer routing]
layer	share of wire	global-route usage	wire, um	vias to the layer above
li1	-	-	-	8456
met5	0.00068	0	56	-
met4	0.042	0.0986	3460	8
met2	0.47	0.436	38600	728
met3	0.081	0.0679	6710	144
met1	0.41	0.409	34000	9110
[final cells by class]
| cell class | count | area, sq um |
|---|---|---|
| Clock inverter | 21 | 270 |
| Inverter | 111 | 419 |
| Fill cell | 5239 | 30300 |
| Antenna cell | 4 | 10.0 |
| Sequential cell | 464 | 11600 |
| Multi-Input combinational cell | 1620 | 11200 |
| Timing Repair Buffer | 306 | 3000 |
| Clock buffer | 66 | 1360 |
| Tap cell | 773 | 967 |
[cell families (layout without fill, tap and decap cells)]
kind of cell	after synthesis	in the layout	share of synthesized area
xor+xnor	136	136	0.0497
mux	127	127	0.0612
simple gates	578	578	0.115
flops	464	464	0.485
buf+inv	291	504	0.0606
other cells	1	85	0.000157
fa+ha+maj	140	140	0.0744
compound gates	558	558	0.154
Power is estimated from default activity; no workload was simulated.
